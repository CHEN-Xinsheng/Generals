$ cat flow/config.mk
export PLATFORM = sky130hd
export DESIGN_NAME = dpy_scan
export DESIGN_NICKNAME = dpy_scan
export VERILOG_FILES = /design/flow/design.v
export SDC_FILE = /design/flow/constraint.sdc
export NUM_CORES = 4
export LEC_CHECK = 1
export CORE_UTILIZATION = 40
$ cat flow/design.v
module dpy_decode (
    input wire [3: 0] x,
    output reg [6: 0] z
);
always @(*)
case (x)
    4'b0000 : z = 7'b0111111;
    4'b0001 : z = 7'b0000110;
    4'b0010 : z = 7'b1011011;
    4'b0011 : z = 7'b1001111;
    4'b0100 : z = 7'b1100110;
    4'b0101 : z = 7'b1101101;
    4'b0110 : z = 7'b1111101;
    4'b0111 : z = 7'b0000111;
    4'b1000 : z = 7'b1111111;
    4'b1001 : z = 7'b1101111;
    4'b1010 : z = 7'b1110111;
    4'b1011 : z = 7'b1111100;
    4'b1100 : z = 7'b0111001;
    4'b1101 : z = 7'b1011110;
    4'b1110 : z = 7'b1111001;
    4'b1111 : z = 7'b1110001;
endcase
endmodule
module dpy_scan #(
    parameter SCAN_INTERVAL = 10_000
)(
    input wire clk,
    input wire [31: 0] number,   
    input wire [7: 0] dp,        
    output wire [7: 0] digit,    
    output wire [7: 0] segment   
);
reg [2: 0] scan_digit;
wire [3: 0] scan_number;
reg [31: 0] counter;
always @(posedge clk) begin
    counter <= counter + 32'b1;
    if (counter == SCAN_INTERVAL) begin
        counter <= 'd0;
        scan_digit <= scan_digit + 'd1;
    end
end
assign scan_number = number[4 * scan_digit +: 4];
dpy_decode decode (
    .x (scan_number),
    .z (segment[6:0])
);
assign segment[7] = dp[scan_digit];
assign digit = 1'b1 << scan_digit;
endmodule
$ cat flow/run.sh
#!/bin/bash
# OpenROAD 26Q1-2900-gdf79404cd8, Yosys 0.63+post, stock flow scripts
make -C /OpenROAD-flow-scripts/flow DESIGN_CONFIG=/design/flow/config.mk WORK_HOME=/design/flow/orfs finish
$ cat flow/constraint.sdc
current_design dpy_scan

set clk_period 7.1
set clk_io_pct 0.2

create_clock -name clk0 -period $clk_period [get_ports {clk}]

set non_clock_inputs [all_inputs -no_clocks]
set_input_delay [expr $clk_period * $clk_io_pct] -clock clk0 $non_clock_inputs
set_output_delay [expr $clk_period * $clk_io_pct] -clock clk0 [all_outputs]
==> notes.md <==
run results: outcome=finished clean, Post-synth EDFFs=3, yosys stat chip area=0.00218 mm2, Post-CTS Resized=0, Area leader share=0.293, Mapped Cells=208, area leader, netlist=dfxtp_1, Clock Tree Buf Depth=2, pin count of the biggest net entering global routing=15, root buf cell=clkbuf_8, sequential share of power=0.467, Flop area=731 um2, CP Max Fanout=8, Netlist cell types=38, Fmax achieved=0.186 GHz, Synth Register Bits=35, cycle use final=0.755, power share of the clock group=0.430, via/cell ratio=a little over 5, final WL=4770 um, gr ovfl total=0, clock latency (worst-skew pair)=a little under 0.3 ns, WS Path Type=input pin to output port, Core Region=between 0.005 and 0.006 mm2, Sw Ratio=0.189, synthesized cell area=roughly 0.0022 mm2, TritonCTS buffer count=5, Least-Margin Pin Slew=approximately 0.81 ns, cts hold-fix bufs=0, Post-route DRC=0, Critical Path AT=3.94 ns, number of cells in Yosys stat=~210, Pleak=roughly 1.1 nW, Initial DRC Count=76, clock skew=approximately 0.0065 ns, via count=around 1.7k, Layout area overhead=33.5%, global-route wire length before repair=about 7300 um, Period minus WS final=around 5.4 ns, fin cells=~340, Top cell excl fill/tap=clkdlybuf4s50_1, Hold Crit Class=flip-flop to flip-flop, startpoint class of the critical path=input pin, count of tool warnings=36, Clk pin slew, worst setup/hold paths=approximately 0.070 ns, drt wl/cell=14.2 um, async set-reset flop share out of synthesis=0, top logic cells by instance count in the layout=56 x clkdlybuf4s50_1, 32 x dfxtp_1, 22 x xnor2_1, Chip Area=0.00576 mm2, Detail Route Antenna Nets=0, ratio of cells with drive above 1 in the final layout=0.0787, final hold viol count=0, ys flop type=dfxtp_1, Maximum Capacitance Violations=0, Post-Place Cells=~330, Synth Warn #=2, Die X=75.9 um, TritonCTS clock tree=yes, H-tree levels=2, slew margin rel.=0.457, # Post-CTS Setup Buffers=0, worst vdd ir=136 uV, Top cells by area=dfxtp_1 29%, xnor2_1 8.8%, ha_1 8.6%, sequential area share after synthesis=0.335, Filler cells=450, crit path capture type=output port, Comb pwr share=0.104, vias in the first global route=around 1.5k, Init Core Util=0.422, Pint=approximately 0.00034 W, number of diodes=0, dpl hpwl=between 3000 and 4000 um, initial antenna violation count=0, Port Buf Inserts=56, drt pass-1 iters=4, final setup fails=0, total I/O pin count=approximately 57, Critical Path RT=roughly 5.7 ns, Clock Sinks=35, RSZ-0062 raised after global routing=no, Comb gate area=~0.0014 mm2, Placer Congestion=0.779, Sw Pwr=around 0.000080 W, setup TNS=0 ns, synthesized area per cell=between 10 and 15 um2, Slew Viols, Final=0, Total Routing Usage GR=0.171, Die Y=75.9 um, Pwr per Cell Area=~150 mW/mm2, Rows=26
worst max-delay path, stage by stage:
cell and delay, ns:
clkdlybuf4s50_1 0.41, mux4_1 0.54, mux2i_4 0.31, inv_2 0.09, ha_1 0.25, mux2_1 0.30
mux2i_1 0.13, clkdlybuf4s50_1 0.49
power groups by stage:
stage | registers, W | logic [W] | clock network (W)
4_1_cts | 0.000199 | 0.0000443 | 0.000185
5_1_grt | 0.000198 | 0.0000476 | 0.000197
6_report | 0.000199 | 0.0000440 | 0.000183
per-stage QoR:
stage                     total power, W  worst slack, ns  instance area [um2]   util  hold slack (ns)
after floorplan                 0.000218             2.81                 2180      -            0.425
after global placement          0.000247             1.77                 2800  0.541            0.441
after detailed placement        0.000247             1.76                 2800  0.541            0.445
after CTS                       0.000428             1.74                 2920  0.564            0.462
after global routing            0.000443             1.63                 2920  0.564            0.506
final                           0.000425             1.74                 2920  0.564            0.458
Yosys cell counts, drive strengths merged (2+ instances only):
library cell	instances
nor2	7
and3	8
nand2	12
xnor2	22
edfxtp	3
buf	3
ha	15
nand4	17
nor4	5
o22a	2
nor2b	4
and2	8
xor2	8
dfxtp	32
clkbuf	3
inv	10
nand3	9
and4	4
mux2i	9
a21oi	2
mux4	10
nor3	3
nor4b	3
cell type report:
cell class	count	area share
clock inverter	2	0.0120
inverter	10	0.0129
timing repair buffer	57	0.195
clock buffer	6	0.0283
tap	70	0.0300
sequential	35	0.251
multi-input combinational	157	0.471
path summary, 6_finish.rpt:
kind	endpoint	slack, ns	cells past startpoint	startpoint
hold reg to reg	counter[0]	0.46	1	counter[0]
setup / recovery	segment[3]	1.74	8	number[24]
setup reg to reg	scan_digit[2]	5.12	5	counter[0]
hold / removal	counter[0]	0.46	1	counter[0]
registers in the layout, indices dropped and copies added, names as in the netlist:
name / cells
counter: 32
scan_digit: 3
logic make-up after synthesis:
kind of cell               share of synthesized area
xor gates and xnor gates                       0.120
buffers and inverters                         0.0361
DFF                                            0.335
and+or+nand+nor                                0.228
AOI/OAI and AO/OA                             0.0258
muxes                                          0.170
adders and majority gates                     0.0860
routing by layer:
layer / wire length (um) / global-route usage / vias to the layer above
met5: 0 / 0 / -
met4: 59 / 0.0206 / 0
met3: 509 / 0.0402 / 7
met2: 1980 / 0.273 / 57
met1: 2220 / 0.252 / 784
li1: - / - / 883
No activity file was given, so power comes from the tool's default toggle rates.
