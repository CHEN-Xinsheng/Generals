$ cat flow/config.mk
export PLATFORM = sky130hd
export DESIGN_NAME = Number_Transfer
export DESIGN_NICKNAME = Number_Transfer
export VERILOG_FILES = /design/flow/design.v
export SDC_FILE = /design/flow/constraint.sdc
export NUM_CORES = 4
export LEC_CHECK = 1
export CORE_AREA = 10 10 79 79
export DIE_AREA = 0 0 89 89
$ cat flow/constraint.sdc
current_design Number_Transfer

set clk_period 6.2
set clk_io_pct 0.2

create_clock -name clk0 -period $clk_period

set non_clock_inputs [all_inputs -no_clocks]
set_input_delay [expr $clk_period * $clk_io_pct] -clock clk0 $non_clock_inputs
set_output_delay [expr $clk_period * $clk_io_pct] -clock clk0 [all_outputs]
$ cat flow/design.v
module Number_Transfer
#(parameter BIT = 9)(
	input wire [BIT-1:0] number,
	output wire [3:0] ones,
	output wire [3:0] tens,
	output wire [3:0] hundreds
);
logic [BIT-1:0] removehundreds;
always_comb begin
	if (number < 100) begin
		hundreds = 0;
		removehundreds = number;
	end else if (number < 200 && number >= 100) begin
		hundreds = 1;
		removehundreds = number - 100;
	end else if (number < 300 && number >= 200) begin
		hundreds = 2;
		removehundreds = number - 200;
	end else if (number < 400 && number >= 300) begin
		hundreds = 3;
		removehundreds = number - 300;
	end else if (number < 500 && number >= 400) begin
		hundreds = 4;
		removehundreds = number - 400;
	end else if (number < 600 && number >= 500) begin
		hundreds = 5;
		removehundreds = number - 500;
	end else if (number < 700 && number >= 600) begin
		hundreds = 6;
		removehundreds = number - 600;
	end else if (number < 800 && number >= 700) begin
		hundreds = 7;
		removehundreds = number - 700;
	end else if (number < 900 && number >= 800) begin
		hundreds = 8;
		removehundreds = number - 800;
	end else begin
		hundreds = 9;
		removehundreds = number - 900;
	end
end
always_comb begin
	if (removehundreds < 10) begin
		tens = 0;
		ones = removehundreds;
	end else if (removehundreds < 20 && removehundreds >= 10) begin
		tens = 1;
		ones = removehundreds - 10;
	end else if (removehundreds < 30 && removehundreds >= 20) begin
		tens = 2;
		ones = removehundreds - 20;
	end else if (removehundreds < 40 && removehundreds >= 30) begin
		tens = 3;
		ones = removehundreds - 30;
	end else if (removehundreds < 50 && removehundreds >= 40) begin
		tens = 4;
		ones = removehundreds - 40;
	end else if (removehundreds < 60 && removehundreds >= 50) begin
		tens = 5;
		ones = removehundreds - 50;
	end else if (removehundreds < 70 && removehundreds >= 60) begin
		tens = 6;
		ones = removehundreds - 60;
	end else if (removehundreds < 80 && removehundreds >= 70) begin
		tens = 7;
		ones = removehundreds - 70;
	end else if (removehundreds < 90 && removehundreds >= 80) begin
		tens = 8;
		ones = removehundreds - 80;
	end else begin
		tens = 9;
		ones = removehundreds - 90;
	end
end
endmodule
$ cat flow/run.sh
#!/bin/bash
# OpenROAD 26Q1-2900-gdf79404cd8, Yosys 0.63+post, stock flow scripts
make -C /OpenROAD-flow-scripts/flow DESIGN_CONFIG=/design/flow/config.mk WORK_HOME=/design/flow/orfs finish
==> impl_metrics.tcl <==
# yosys + openroad results
set metrics [dict create \
    status "finished clean" \
    cpMaxStageDelayCell "clkdlybuf4s50_1" \
    critPathLaunchType "primary input" \
    dr.pass1.iters 5 \
    crit_arrival_ns 4.89 \
    top_cell_area_share_pct 9.16 \
    worst_slew_pin_slew_ns 0.657 \
    min_from "number[0]" \
    yosysSeqAreaShare_pct 0 \
    overflow 0 \
    hold_buffers 0 \
    die_h_um 89 \
    n_clock_buffer 0 \
    worstPathRequired_ns 4.96 \
    chipWidth_um 89 \
    ys_types 80 \
    crit_chain "clkdlybuf4s50_1 > buf_4 > inv_1 > ha_2 > inv_1 > a21o_1 > o31ai_2 > o211ai_1 > or3b_1 > and4_2 > buf_4 > nand2_1 > a311o_1 > o311ai_1 > o31ai_1 > clkdlybuf4s50_1" \
    grt_max_degree 25 \
    fill_cells 365 \
    slew_headroom_pct 55.7 \
    most_common_cell "nand2_1" \
    cellPowerDensity_nw_per_um2 126 \
    core_util_floorplan_pct 41.0 \
    holdPathStages 3 \
    synthTopCellsByCount "27 x nand2_1, 24 x nor2_1, 20 x a21oi_1" \
    antenna_found_initial 0 \
    syn_area_um2 1910 \
    ff_latch_area_um2 0 \
    syn2layout_area_growth_pct 57.8 \
    critPathMaxFanout 11 \
    rsz0062_at_grt "yes" \
    critPathMaxStageDelay_ns 0.50 \
    seq_cells 0 \
    setup_ws_ns 0.0709 \
    p_leak_nw 1.19 \
    dp_hpwl_um 5600 \
    drv_cap 0 \
    pre_cts_ws_ns -0.131 \
    whs_ns 3.46 \
    worstSetupEndpointType "output port" \
    grt_pass1_wl_um 11100 \
    portBuffers 20 \
    ir_drop_v 0.0000513 \
    core_um2 4660 \
    drtAntennaViolNets 0 \
    finalClockPeriodUsage_pct 98.9 \
    yosys_cells 275 \
    endpoint "ones[3]" \
    grt.total_usage_pct 17.1 \
    tns_ns 0 \
    hold_class "in -> out" \
    gp_congestion 0.989 \
    drt_drc_violations_left 0 \
    warnings 42 \
    final_layout_size_suffix_gt1_share_pct 41.8 \
    avgSynthCellArea_um2 6.95 \
    wl_um 7240 \
    grt_pass1_vias 2275 \
    yosysTopAreaCell "ha_1" \
    antenna_cells 0 \
    top_cells_by_area "ha_1 9.2%, nand2_1 5.3%, a21oi_1 5.2%, nor2_1 4.7%, o31ai_1 3.5%" \
    syn_inst 275 \
    io_pins 21 \
    detail_route.wl_per_cell_um 17.7 \
    timing.fmax_mhz 163 \
    startpoint "number[2]" \
    vias_per_cell 6.45 \
    die_area_um2 7920 \
    synth_chip_area_um2 1910 \
    rows 25 \
    num_vias 2632 \
    setup_viol 0 \
    drv_slew 0 \
    critPathKind "in -> out" \
    synth_warnings 31 \
    hold_viol_final 0 \
    drtIter0Drc 290 \
    period_minus_slack_ns 6.13 \
]
[through the flow]
| step | util (%) | total power, mW | cell area, um^2 | instances |
|---|---|---|---|---|
| finish | 64.7 | 0.379 | 3020 | 408 |
| CTS | 58.7 | 0.342 | 2730 | 403 |
| floorplan | - | 0.182 | 1910 | 275 |
| global placement | 57.0 | 0.332 | 2660 | 403 |
| global route | 64.7 | 0.408 | 3020 | 408 |
| detailed placement | 57.0 | 0.331 | 2660 | 403 |
[worst max-delay path: cells and delay by family]
family / cells / cell delay (ns)
fa+ha+maj: 1 / 0.24
compound gates: 6 / 1.17
simple gates: 3 / 0.80
buf+inv: 6 / 1.44
[cells by family (layout without fill, tap and decap cells)]
logic type / count (synthesis) / count (layout) / share of synthesized area [%]
AOI/OAI and AO/OA: 119 / 119 / 49.1
xor gates and xnor gates: 4 / 4 / 1.83
adders and majority gates: 14 / 14 / 9.16
buffers and inverters: 30 / 109 / 7.72
muxes: 4 / 4 / 2.16
other: 1 / 1 / 0.196
and+or+nand+nor: 103 / 103 / 29.8
[how the worst min path moves through the flow]
| stage | slack (ns) | end |
|---|---|---|
| 6_report | 3.46 | ones[0] |
| 5_1_grt | 3.51 | ones[0] |
| 4_1_cts | 3.46 | ones[0] |
[metal layers]
metal  up-vias  GRT usage (%)  share of wire [%]
met5         -              0                  0
met4         0           3.32                1.3
met3        13           1.84                8.8
met2       143           26.1                 44
met1      1226           25.4                 46
li1       1250              -                  -
[placed cells by master (no fill, tap or decap), types with 4 or more instances in the layout]
cell and instances:
nand3_1 8, dlymetal6s2s_1 4, a21oi_2 5, buf_6 7, nand2b_1 4, a21oi_1 15
a31oi_1 6, clkdlybuf4s50_1 14, o21a_1 6, o22ai_1 5, inv_1 5, buf_4 72
o31ai_2 4, o211ai_1 7, nand2_1 27, ha_1 8, nor2_1 22, o31ai_1 6
o221ai_1 5, o21ai_0 5, nor3_1 4
[layout make-up]
type	count	area (um^2)	share of cell area [%]
inverters	8	32.5	1.08
repair buffers	101	868	28.8
well taps	54	67.6	2.24
multi-input cells	245	2050	67.9
[power by group]
part           leakage (nW)  total, mW  internal, mW  switching (mW)
Combinational          1.19      0.379         0.194           0.185
Sequential                0          0             0               0
Clock                     0          0             0               0
[what timing repair did]
action                                  in CTS  in global routing
endpoints found under the hold margin        0                  0
endpoints found under the setup margin       6                  6
pin swaps                                    3                 16
resized                                     20                 54
setup buffers                                0                  5
gates cloned                                 0                  0
Power and IR drop assume default switching activity.
